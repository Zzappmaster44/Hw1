[run.sh]
#!/bin/bash
# OpenROAD 26Q1-2900-gdf79404cd8, Yosys 0.63+post, stock flow scripts
make -C /OpenROAD-flow-scripts/flow DESIGN_CONFIG=/design/flow/config.mk WORK_HOME=/design/flow/orfs finish
[design.v]
`timescale 1ns/1ns
`timescale 1ns/1ns
module adder(sum, cOut, A, B, cIn);
  output  sum, cOut;
  input   A, B, cIn;
  wire w1,w2,w3;
  xor #20 g1 (w1,A,B);
  xor #20 g2 (sum,w1,cIn);
  and #10 g3 (w2,w1,cIn);
  and #10 g4 (w3,A,B);
  or  #10 g5 (cOut,w2,w3);
endmodule
module adder8 (sum, cOut, A, B, cIn);
  output [7:0] sum;
  output       cOut;
  input  [7:0] A, B;
  input        cIn;
  wire [6:0] cBetween;
  adder add[7:0] (.sum(sum), .cOut({cOut, cBetween}), .A(A), .B(B), .cIn({cBetween, cIn}));
endmodule
[constraint.sdc]
current_design adder8

set clk_period 7.7
set clk_io_pct 0.2

create_clock -name clk0 -period $clk_period

set non_clock_inputs [all_inputs -no_clocks]
set_input_delay [expr $clk_period * $clk_io_pct] -clock clk0 $non_clock_inputs
set_output_delay [expr $clk_period * $clk_io_pct] -clock clk0 [all_outputs]
[config.mk]
export PLATFORM = sky130hd
export DESIGN_NAME = adder8
export DESIGN_NICKNAME = adder8
export VERILOG_FILES = /design/flow/design.v
export SDC_FILE = /design/flow/constraint.sdc
export NUM_CORES = 4
export LEC_CHECK = 1
export CORE_AREA = 10 10 70 70
export DIE_AREA = 0 0 80 80
==> notes.md <==
Summary of implementation figures.

Global routing
The number of global-route vias before repair is 239. Entering global routing, the biggest net connects 2 pins. The number of antenna violations at the first check in global routing was 0.

Summed over all routing layers, the global router reports a total usage of 0.02006. Summed over all layers, the global routing overflow is 0. The first global-routing pass estimated 1014 µm of wire.

Power
The leakage power is 0.1868 nW. The proportion of power drawn by the clock network is 0. The worst-case vdd ir drop is 0.02619 mV. The total design power is 34.74 µW. The cell-internal power is 25.90 µW. The switching share of power is 0.2545. The power share of the combinational group is 1.000. Of the total power, registers draw 0. The net load switching power is 8.842 µW.

The report lists the power per cell area as 69.93 nW/µm².

Worst setup path
STA classifies the critical path endpoint as an output port. The instance count on the critical path is 12. Per STA, the highest per-stage delay on the worst path measures 0.46 ns.

The timing report notes that buffer and inverter cells on the critical path total 4. The worst setup path is of the in2out kind. The report shows a maximum critical-path fanout of 1. The report lists the cells along the critical path as clkdlybuf4s50_1, fa_1, fa_1, fa_1, fa_1, fa_1, fa_1, fa_1, inv_1, fa_1, inv_1, clkdlybuf4s50_1. Looking at the critical path, the single cell with the biggest stage delay is sky130_fd_sc_hd__clkdlybuf4s50_1. The worst path required time is 6.16 ns.

The worst setup path is launched from a primary input. Counting stages on the worst path, the most repeated cell is sky130_fd_sc_hd__fa_1. The data arrival time at the worst-slack endpoint is 5.75 ns. On the critical path the largest part of the delay comes from adder cells.

Run
The number of violations of the max-capacitance limit is 0. The tool warning count is 32.

Placed design
The wire-length estimate of the detail-placed layout is 714.4 µm. The number of cells after detailed placement is 85. After its last routability iteration, the placer logged a weighted congestion of 0.8353. Input and output buffers added on the ports amount to 26.

Finish
According to the cell report, flip-flops and latches in the layout number 0. The clock buffer count in the final layout is 0. Per the final layout report, the fraction of cells sized above drive strength 1 comes to 0. By instance count after routing, the leading logic cell type is sky130_fd_sc_hd__clkdlybuf4s50_1. The area growth from synthesis to layout is 107.9%. The sequential standard cell area is 0 µm². Leaving out fill and tap cells, the most frequent cells in the layout are 26 x sky130_fd_sc_hd__clkdlybuf4s50_1, 8 x sky130_fd_sc_hd__fa_1, 5 x sky130_fd_sc_hd__inv_1. The finished layout holds 85 standard cells, fillers aside. The tally of filler cells in the layout is 390.

At the end of the flow the core is filled with cells to 0.1454.

Route
The post-detailed-route via-to-cell ratio is 2.235. The script logs the mean routed wire length per placed instance as 8.600 µm. Per the detailed-route log, wirelength across all metal layers totals 731 µm. The number of DRC violations after detailed-routing iteration 0 is 0. The routed layout reports a DRC error count of 0. The number of diodes added for antenna fixing is 0. Summing over every cut layer, the via total after detailed routing is 190. The count of nets left with antenna violations once routing finished came out at 0.

The iteration tally of the first detailed-router pass is 1.

Synthesis
The average instance area after synthesis is 11.38 µm². The post-synthesis instance area is 239.0 µm². The part of the Yosys area used for sequential elements is 0. After synthesis, the design contains 21 cells according to Yosys. According to the Yosys statistics, the synthesized design has a chip area of 239.0 µm². The tally of unique sky130hd cells used after synthesis is 3. In the synthesized netlist, the number of instances is 21.

Counting the warning lines in the Yosys log gives 0.

Floorplanning
Per the OpenROAD floorplan log, the area of the core is 3416 µm². The number of I/O pins is 26. In this run the horizontal extent of the chip is 80 µm. The floorplan has 21 rows. The starting density of the core is 0.06996.

In this run the full chip footprint comes out at 6400 µm². The vertical die dimension is 80 µm.

Timing
Setup repair after global routing left no endpoint under its margin. The final sum of negative setup slack is 0 ns. For the pin with the worst max-slew slack, the measured transition is 0.1047 ns. Endpoints with negative setup slack in the final report add up to 0. The max-slew headroom at the worst pin is 0.9300. In the final report, the number of pins over their slew limit comes to 0. Per the final timing report, the hold violations number 0.

Of the available clock period, the critical path in the final layout requires 0.9467. On the final layout, the worst hold slack is 4.138 ns. The time the final worst path needs with I/O delays and setup is 7.289 ns. For this run, the top clock speed supported by timing is 137.2 MHz.

Worst hold path
The worst hold path stage count is 5. The worst min-delay path class is in2out.

CTS
The post-cts repair resize count is 0. The post-CTS hold buffer count recorded in the log is 0. In this run the post-CTS setup repair buffer count came out at 0.

Status
The run finished with clean final reports.
## worst paths after layout
kind	start	end	slack [ns]
max	A[0]	sum[7]	0.41
min	B[7]	sum[7]	4.14
## logic make-up after synthesis
kind of cell | Yosys count | share of synthesized area
buffers and inverters | 13 | 0.3299
adder cells (fa/ha/maj) | 8 | 0.6701
## synthesized netlist by cell type
cell type               count  share of area
sky130_fd_sc_hd__fa_1       8           0.67
sky130_fd_sc_hd__buf_4      8           0.25
sky130_fd_sc_hd__inv_1      5          0.079
## worst min-delay path, cell delays in order
cell	delay (ns)
sky130_fd_sc_hd__clkdlybuf4s50_1	0.40
sky130_fd_sc_hd__inv_1	0.07
sky130_fd_sc_hd__fa_1	0.15
sky130_fd_sc_hd__inv_1	0.04
sky130_fd_sc_hd__clkdlybuf4s50_1	0.40
## through the flow
stage,setup WS (ns),cell area (µm²)
global route,0.2241,496.7
finish,0.4106,496.7
floorplan,1.351,239.0
detailed placement,0.4019,496.7
CTS,0.3886,496.7
global placement,0.4147,496.7
## power groups by stage
stage | clock (mW) | combinational [mW] | sequential [mW]
CTS | 0 | 0.0357 | 0
global route | 0 | 0.0390 | 0
finish | 0 | 0.0347 | 0
## final cells by class
type / instances / area [µm²] / share of cell area
well taps: 46 / 57.56 / 0.1159
repair buffers: 26 / 260.3 / 0.5239
multi-input cells: 8 / 160.2 / 0.3224
inverters: 5 / 18.77 / 0.03778
## metal layers
metal	global-route usage	vias up	wire, µm
met4	0	0	0
met3	0.02955	0	289
met5	0	-	0
li1	-	86	-
met1	0.02782	78	319
met2	0.01525	26	122
No activity file was given, so power comes from the tool's default toggle rates.
