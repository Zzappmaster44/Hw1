## flow/run.sh

```bash
#!/bin/bash
# OpenROAD 26Q1-2900-gdf79404cd8, Yosys 0.63+post, stock flow scripts
make -C /OpenROAD-flow-scripts/flow DESIGN_CONFIG=/design/flow/config.mk WORK_HOME=/design/flow/orfs finish
```

## flow/config.mk

```make
export PLATFORM = sky130hd
export DESIGN_NAME = divider
export DESIGN_NICKNAME = divider
export VERILOG_FILES = /design/flow/design.v
export SDC_FILE = /design/flow/constraint.sdc
export NUM_CORES = 4
export LEC_CHECK = 1
export CORE_AREA = 10 10 70 70
export DIE_AREA = 0 0 80 80
```

## flow/constraint.sdc

```tcl
current_design divider

set clk_period 9.5
set clk_io_pct 0.2

create_clock -name clk0 -period $clk_period

set non_clock_inputs [all_inputs -no_clocks]
set_input_delay [expr $clk_period * $clk_io_pct] -clock clk0 $non_clock_inputs
set_output_delay [expr $clk_period * $clk_io_pct] -clock clk0 [all_outputs]
```

## flow/design.v

```verilog
`timescale 1ns/1ns
module divider (Q,R,A,B);
  output reg signed [3:0] Q,R;
  input signed      [3:0] A,B;
  reg  signed       [3:0] _R,_M,_Q;
  always @(A or B)
    begin
      _R =  4'b0;
      _M =  B;
      _Q =  A;
      repeat(4)
        begin
          {_R,_Q} = {_R,_Q} << 1;
           _R     =  _R     - _M;
          if(_R < 0)
            begin
              _Q[0] = 1'b0;
              _R    =  _R     + _M; 
            end
          else
              _Q[0] = 1'b1;
        end
      Q <=  _Q;
      R <=  _R;
    end
endmodule
```

==> report_table.html <==
<!-- implementation run metrics -->
<table>
<tr><th>Metric</th><th>Value</th></tr>
<tr><th colspan="2">Status</th></tr>
<tr><td>Outcome</td><td>finished, final reports clean</td></tr>
<tr><th colspan="2">Cells and area</th></tr>
<tr><td>Final Instance Count excl. Fillers</td><td>186</td></tr>
<tr><td>Area Growth Syn to Fin</td><td>74.6%</td></tr>
<tr><td>Utilization after layout</td><td>0.409</td></tr>
<tr><td>Fraction of final layout cells sized beyond drive strength 1</td><td>0.414</td></tr>
<tr><td>Sequential cell area</td><td>0 um^2</td></tr>
<tr><td>Seq cells</td><td>0</td></tr>
<tr><td>Filler Cells Inserted</td><td>321</td></tr>
<tr><td>Most instantiated logic cell after routing</td><td>sky130_fd_sc_hd__buf_4</td></tr>
<tr><td>Commonest non-fill, non-tap cells in the layout</td><td>sky130_fd_sc_hd__buf_4 (28), sky130_fd_sc_hd__inv_1 (13), sky130_fd_sc_hd__clkdlybuf4s50_1 (13)</td></tr>
<tr><td>Number of clock-tree buffers in the layout</td><td>0</td></tr>
<tr><th colspan="2">Synthesis</th></tr>
<tr><td>Dominant cells by area after synthesis</td><td>sky130_fd_sc_hd__ha_1 (22%), sky130_fd_sc_hd__fa_1 (15%), sky130_fd_sc_hd__xnor2_1 (8.8%)</td></tr>
<tr><td>Post-Syn Area</td><td>800 um^2</td></tr>
<tr><td>Area share of the largest cell type after synthesis</td><td>0.219</td></tr>
<tr><td>Gate count of the mapped netlist</td><td>about 95</td></tr>
<tr><td>Seq share, synth</td><td>0</td></tr>
<tr><td>Leading area contributor after synthesis</td><td>sky130_fd_sc_hd__ha_1</td></tr>
<tr><td>Average size of a mapped cell</td><td>8.42 um^2</td></tr>
<tr><td>Summed standard-cell area reported by yosys</td><td>800 um^2</td></tr>
<tr><td>Yosys synthesis warning count</td><td>1</td></tr>
<tr><td>Cell variety after synth</td><td>33</td></tr>
<tr><td>Ys cells</td><td>approximately 95</td></tr>
<tr><th colspan="2">Power and ir drop</th></tr>
<tr><td>Part of the power in the clock network</td><td>0</td></tr>
<tr><td>Share of total power in sequential cells</td><td>0</td></tr>
<tr><td>Relative contribution of combinational cells to total power</td><td>1.000</td></tr>
<tr><td>Net switching share of the total power</td><td>0.381</td></tr>
<tr><td>Power dissipated by switching net loads</td><td>174 uW</td></tr>
<tr><td>Leakage dissipation</td><td>0.677 nW</td></tr>
<tr><td>Internal power</td><td>roughly 280 uW</td></tr>
<tr><td>Power Density</td><td>327 nW/um^2</td></tr>
<tr><td>Largest voltage drop on the vdd net</td><td>169 uV</td></tr>
<tr><td>Pwr Total</td><td>456 uW</td></tr>
<tr><th colspan="2">Timing</th></tr>
<tr><td>Slew headroom</td><td>0.707</td></tr>
<tr><td>Hold_ws</td><td>just under 5000 ps</td></tr>
<tr><td>Number of max-slew violations in the final report</td><td>0</td></tr>
<tr><td>RSZ-0062 raised after global routing</td><td>no</td></tr>
<tr><td>Post-layout min period</td><td>9260 ps</td></tr>
<tr><td>Count of endpoints failing setup in the final report</td><td>0</td></tr>
<tr><td>Post-layout period usage of the worst path</td><td>0.974</td></tr>
<tr><td>Transition time at the pin with the least slew margin</td><td>427 ps</td></tr>
<tr><td>Number of hold violations in the final report</td><td>0</td></tr>
<tr><td>Fmax</td><td>108 MHz</td></tr>
<tr><td>Setup slack of the critical path after layout</td><td>243 ps</td></tr>
<tr><th colspan="2">Setup path</th></tr>
<tr><td>Required time reported for the critical path endpoint</td><td>7600 ps</td></tr>
<tr><td>Biggest cell delay along the critical path</td><td>590 ps</td></tr>
<tr><td>Type of origin of the critical path</td><td>input port</td></tr>
<tr><td>Type of element capturing the critical path</td><td>output port</td></tr>
<tr><td>Critical path start-end classification</td><td>in -&gt; out</td></tr>
<tr><td>Slowest stage cell on the critical path</td><td>sky130_fd_sc_hd__fa_2</td></tr>
<tr><td>Worst path arrival time</td><td>7360 ps</td></tr>
<tr><td>Maximum net fanout on the critical path</td><td>4</td></tr>
<tr><td>CP cell instances</td><td>dlygate4sd2_1 &gt; ha_4 &gt; nor3_4 &gt; xnor2_2 &gt; nand2_1 &gt; xor2_2 &gt; fa_1 &gt; inv_2 &gt; fa_1 &gt; mux2i_1 &gt; ha_1 &gt; a21o_1 &gt; or3_4 &gt; nand2_4 &gt; xnor2_4 &gt; nand2_2 &gt; xor2_2 &gt; fa_2 &gt; buf_6 &gt; fa_1 &gt; mux2_4 &gt; clkdlybuf4s50_1</td></tr>
<tr><td>Most used cell, CP</td><td>sky130_fd_sc_hd__fa_1</td></tr>
<tr><th colspan="2">Hold path</th></tr>
<tr><td>Type of the tightest min-delay check</td><td>in -&gt; out</td></tr>
<tr><th colspan="2">Routing</th></tr>
<tr><td>Iteration-0 DRC Markers</td><td>26</td></tr>
<tr><td>Post-route DRC</td><td>0</td></tr>
<tr><td>Initial DRT Pass Iterations</td><td>4</td></tr>
<tr><td>Via count</td><td>786</td></tr>
<tr><td>Vias per cell</td><td>4.23</td></tr>
<tr><td>Number of diodes</td><td>0</td></tr>
<tr><td>Antenna Violating Nets Remaining</td><td>0</td></tr>
<tr><td>Final routed wirelength across all metal layers</td><td>2.06 mm</td></tr>
<tr><td>Average wire per standard cell</td><td>11.1 um</td></tr>
<tr><th colspan="2">Global route</th></tr>
<tr><td>Number of global-route vias before repair</td><td>approximately 810</td></tr>
<tr><td>Largest net degree at the start of global routing</td><td>8</td></tr>
<tr><td>GR Util All Layers</td><td>0.0642</td></tr>
<tr><td>Remaining Overflow, GRT</td><td>0</td></tr>
<tr><td>Initial antenna violation count</td><td>0</td></tr>
<tr><td>Global-route wire length before repair</td><td>3.56 mm</td></tr>
<tr><th colspan="2">Die</th></tr>
<tr><td># rows</td><td>21</td></tr>
<tr><td>Floorplan Core Area</td><td>between 3000 and 4000 um^2</td></tr>
<tr><td>I/O pin cnt</td><td>16</td></tr>
<tr><td>Horizontal die dimension</td><td>80 um</td></tr>
<tr><td>Initial cell density of the core</td><td>0.234</td></tr>
<tr><td>Chip Area</td><td>about 6400 um^2</td></tr>
<tr><td>Die height</td><td>80 um</td></tr>
<tr><th colspan="2">Placed design</th></tr>
<tr><td>Post-placement worst setup slack</td><td>-253 ps</td></tr>
<tr><td>Detail Placement HPWL</td><td>1.54 mm</td></tr>
<tr><td>Instance count after placement with tap cells included</td><td>~180</td></tr>
<tr><td>Final weighted congestion of routability-driven global placement</td><td>0.800</td></tr>
<tr><td>Number of buffers added on ports</td><td>16</td></tr>
<tr><th colspan="2">Flow run</th></tr>
<tr><td>Max-cap violations</td><td>0</td></tr>
<tr><td>Number of warnings the tools reported</td><td>36</td></tr>
<tr><th colspan="2">Clock network</th></tr>
<tr><td>Number of hold buffers added after cts</td><td>0</td></tr>
</table>
==> power by group through the flow <==
| stage | logic (mW) | clock network, mW | registers, mW |
|---|---|---|---|
| 6_report | 0.456 | 0 | 0 |
| 5_1_grt | 0.500 | 0 | 0 |
| 4_1_cts | 0.431 | 0 | 0 |
==> layout make-up <==
class / count / area [um^2] / share of cell area
Inverter: 15 / 56.3 / 0.0403
Multi-Input combinational cell: 79 / 886 / 0.634
Tap cell: 46 / 57.6 / 0.0412
Timing Repair Buffer: 46 / 397 / 0.284
==> synthesized netlist by cell type <==
library cell               instances
sky130_fd_sc_hd__a211oi_1          2
sky130_fd_sc_hd__a21o_1            2
sky130_fd_sc_hd__a21oi_1           3
sky130_fd_sc_hd__a31oi_2           1
sky130_fd_sc_hd__a32oi_1           1
sky130_fd_sc_hd__and2_1            1
sky130_fd_sc_hd__and2b_2           1
sky130_fd_sc_hd__and3_1            1
sky130_fd_sc_hd__and3b_1           1
sky130_fd_sc_hd__and4_4            1
sky130_fd_sc_hd__buf_4             1
sky130_fd_sc_hd__fa_1              6
sky130_fd_sc_hd__ha_1             14
sky130_fd_sc_hd__inv_1            15
sky130_fd_sc_hd__mux2_1            1
sky130_fd_sc_hd__mux2_4            1
sky130_fd_sc_hd__mux2i_1           5
sky130_fd_sc_hd__nand2_1           7
sky130_fd_sc_hd__nand2b_1          3
sky130_fd_sc_hd__nand3_1           1
sky130_fd_sc_hd__nor2_1            5
sky130_fd_sc_hd__nor2_2            1
sky130_fd_sc_hd__nor3_1            1
sky130_fd_sc_hd__o211ai_1          1
sky130_fd_sc_hd__o21ai_0           1
sky130_fd_sc_hd__o21ai_1           1
sky130_fd_sc_hd__o21ai_2           1
sky130_fd_sc_hd__o22ai_1           1
sky130_fd_sc_hd__o31a_1            1
sky130_fd_sc_hd__or3_1             1
sky130_fd_sc_hd__xnor2_1           8
sky130_fd_sc_hd__xnor3_2           1
sky130_fd_sc_hd__xor2_1            4
==> worst max-delay path, delay by kind of cell <==
| kind | cells | cell delay (ps) |
|---|---|---|
| AOI/OAI and AO/OA | 1 | 180 |
| xor gates and xnor gates | 4 | 670 |
| adders and majority gates | 6 | 2390 |
| buffers and inverters | 4 | 840 |
| muxes | 2 | 420 |
| and+or+nand+nor | 5 | 920 |
==> cell families (layout without fill, tap and decap cells) <==
kind of cell | after synthesis | after routing | share of synthesized area
xor+xnor | 13 | 13 | 0.161
mux | 7 | 7 | 0.0955
compound gates | 15 | 15 | 0.135
buf+inv | 16 | 61 | 0.0798
simple gates | 24 | 24 | 0.160
fa+ha+maj | 20 | 20 | 0.369
==> per-layer routing <==
layer,part of all wire,up-vias,track usage
met5,0,-,0
met4,0,0,0
met3,0.026,0,0.00455
met2,0.47,7,0.107
met1,0.50,371,0.0940
li1,-,408,-
==> per-stage QoR <==
step	TNS [ps]	instance area [um^2]
finish	0	1400
CTS	0	1320
global route	0	1400
detailed placement	-832	1180
floorplan	0	800
global placement	-804	1180
==> path summary, 6_finish.rpt <==
kind | startpoint | endpoint | slack, ps | cells past startpoint
worst max-delay path | B[0] | R[1] | 240 | 22
worst min-delay path | B[0] | R[0] | 4830 | 5
==> repair_timing <==
item / CTS / global route
setup endpoints to repair: 5 / 5
gates resized: 19 / 13
buffers inserted: 5 / 2
pin swaps: 11 / 20
No activity file was given, so power comes from the tool's default toggle rates.
