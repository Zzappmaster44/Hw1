==> design/flow/design.v <==
`timescale 1ns/1ns
`timescale 1ns/1ns
module dff  (Q, _Q, D, clk);
  output reg Q, _Q;
  input   D, clk;
  initial
    begin
      Q   <=  1'b0;
      _Q  <=  1'b1;
    end
  always @(posedge clk)
    begin
      Q   <=   D;
      _Q  <=  ~D;
    end
endmodule
module prob6_structual (OUT,E,W,clk);
  output  OUT;
  input   E,W,clk;
  wire    w1,w2,w3,w4,A_D,B_D,A,B,_A,_B;
  and   g1  (w1,A,_B);
  and   g2  (w2,A,W);
  or    g3  (A_D,E,w1,w2);
  and   g4  (w3,B,_A);
  and   g5  (w4,B,W);
  or    g6  (B_D,W,w3,w4);
  dff   dffA  (.Q(A),._Q(_A),.D(A_D),.clk(clk));
  dff   dffB  (.Q(B),._Q(_B),.D(B_D),.clk(clk));
  and   g7  (OUT,_A,_B);
endmodule
==> design/flow/run.sh <==
#!/bin/bash
# OpenROAD 26Q1-2900-gdf79404cd8, Yosys 0.63+post, stock flow scripts
make -C /OpenROAD-flow-scripts/flow DESIGN_CONFIG=/design/flow/config.mk WORK_HOME=/design/flow/orfs finish
==> design/flow/config.mk <==
export PLATFORM = sky130hd
export DESIGN_NAME = prob6_structual
export DESIGN_NICKNAME = prob6_structual
export VERILOG_FILES = /design/flow/design.v
export SDC_FILE = /design/flow/constraint.sdc
export NUM_CORES = 4
export LEC_CHECK = 1
export CORE_AREA = 10 10 70 70
export DIE_AREA = 0 0 80 80
==> design/flow/constraint.sdc <==
current_design prob6_structual

set clk_period 1.0
set clk_io_pct 0.2

create_clock -name clk0 -period $clk_period [get_ports {clk}]

set non_clock_inputs [all_inputs -no_clocks]
set_input_delay [expr $clk_period * $clk_io_pct] -clock clk0 $non_clock_inputs
set_output_delay [expr $clk_period * $clk_io_pct] -clock clk0 [all_outputs]
==> flow_summary.toml <==
# yosys + openroad results
[grt]
grt_overflow = 0
antenna_found_initial = 0
grt_pass1_vias = 79
grt_max_degree = 3
grt_pass1_wl_um = 351
grt_usage_pct = 0.8813

[power]
ir_worst_vdd_mv = 0.4035
p_leak_nw = 0.08728
power.density_mw_per_mm2 = 1690

[synth]
ys_seq_share_pct = 67.37
ys_area_um2 = 118.9
netlist.area_leader.share_pct = 67.37
netlist_area_um2 = 118.9
post_synth_inst_count = 10
synth.distinct_cells = 7
ys.flops = 4
yosysCellCount = 10
yosys.area.top_type = "dfxtp_1"
syn_area_per_cell_um2 = 11.89
ys_warn_count = 1
top_cells_by_area = "dfxtp_1 (67%), and2b_2 (7.4%), o21ai_2 (7.4%)"

[run]
warning_count = 27
cap_violations = 0

[layout]
combGateArea_um2 = 37.54
area_growth_pct = 104.2
lay_top_cells = "clkbuf_4 (3), dfxtp_1 (2), dfxtp_2 (2), clkdlybuf4s50_1 (2)"
regArea_um2 = 82.58
layout.cells.most_common = "clkbuf_4"
n_fill_cell = 416
drive_gt1_share_pct = 58.82

[critical_path]
cp-start-kind = "flip-flop"
path_max_fanout = 2
r2r_end = "dffA._Q$_DFF_P_"
required_ns = 0.80
path_class = "reg -> out"
reg2reg_from = "dffB._Q$_DFF_P_"
ff2ff_path_depth = 3
cp_data_arrival_time_ns = 0.79
ff2ff_setup_slack_ns = 0.24
worstSetupEndpointType = "output port"

[sta]
hold_viol = 0
period_needed_ns = 0.9871
worstMarginPinSlew_ns = 0.1624
rsz0062_at_grt = "yes"
holdWs_ns = 0.4206
relSlewSlack_pct = 89.17
setup_viol = 0
slew_violations = 0
fmax_ghz = 1.013
worst_slack_ns = 0.01295
finalClockPeriodUsage_pct = 98.71
skew_ns = 0.0008559

[clock_tree]
cts_tree = "done"
post_cts_buffers = 0
clk_pin_slew_ns = 0.03
cts_root_buffer = "clkbuf_4"
clockBufferDepth = 2
clock-sinks = 4
clk_latency_ns = 0.23
cts_inserted_buffers = 3
htreeDepth = 1

[placed_design]
dp_hpwl_um = 201.1
gp_congestion = 0.6499
post-place-ws_ns = -0.1182
portBuffers = 3

[floorplan]
placementRows = 21
die.size.y_um = 80
die_w_um = 80
core-area_mm2 = 0.003416
ios = 4
die_area_mm2 = 0.006400
initial_core_util_pct = 3.480

[status]
status = "finished, final reports clean"

[route]
drt_iter0_markers = 1
drtPass1Iterations = 2
viasPerCell = 1.302
antenna-diode-count = 0
vias = 82
postRouteAntennaNets = 0
wirelength_um = 267
drc = 0
wl_per_cell_um = 4.238

[min_path]
min_from = "dffB.Q$_DFF_P_"
whs_endpoint = "dffB._Q$_DFF_P_"
hold_depth = 1
hold_path.class = "reg -> reg"
[layout make-up]
class	instances	share of cell area (%)
clock buffers	3	9.278
inverters	1	1.546
multi-input cells	5	15.46
flip-flops and latches	4	34.02
well taps	46	23.71
repair buffers	4	15.98
[how the worst max path moves through the flow]
stage | endpoint | depth (start not counted) | start | slack, ns
CTS | OUT | 2 | dffB._Q$_DFF_P_ | -0.0003
global route | OUT | 2 | dffB._Q$_DFF_P_ | -0.02
finish | OUT | 2 | dffB._Q$_DFF_P_ | 0.01
[timing repair]
action / CTS / global route
gates resized: 5 / 3
hold buffers: 0 / 0
endpoints found under the setup margin: 1 / 1
endpoints found under the hold margin: 0 / 0
[flip-flops by register name, indices dropped and copies added, names as in the netlist]
name	count
dffA._Q	1
dffB.Q	1
dffA.Q	1
dffB._Q	1
[report_power, final]
| part | internal [W] | leakage (nW) | total, W | switching [W] |
|---|---|---|---|---|
| clock network | 0.000134 | 0.0138 | 0.000197 | 0.0000630 |
| registers | 0.000175 | 0.0339 | 0.000180 | 0.00000520 |
| logic | 0.0000234 | 0.0396 | 0.0000334 | 0.00000998 |
[critical path, cell delays in order (launching register included)]
cell	delay (ns)
dfxtp_2	0.31
and2_4	0.15
buf_6	0.10
[cells in the mapped netlist, drive strengths merged]
cell type  number
a21oi           1
and2            1
inv             1
nand2b          1
and2b           1
dfxtp           4
o21ai           1
[per-layer routing]
layer  vias up  wire length, um  part of all wire [%]  GRT usage (%)
met1        29              139                    52         0.9346
met5         -                0                     0              0
met2         6               71                    27         0.5618
li1         45                -                     -              -
met3         2               48                    18          1.591
met4         0                8                   3.0         0.5282
[stage by stage]
step / area (um^2) / TNS, ns / cells / total power (W) / util [%]
4_1_cts: 232.7 / -0.0002994 / 63 / 0.0004153 / 6.813
6_report: 242.7 / 0 / 63 / 0.0004101 / 7.106
3_5_place_dp: 214.0 / -0.1990 / 60 / 0.0002121 / 6.264
3_3_place_gp: 214.0 / -0.1829 / 60 / 0.0002108 / 6.264
2_1_floorplan: 118.9 / 0 / 10 / 0.0001914 / -
5_1_grt: 242.7 / -0.01701 / 63 / 0.0004363 / 7.106
[logic make-up after synthesis]
kind of cell / count (synthesis) / synth area share [%]
flops: 4 / 67.37
compound gates: 2 / 11.58
simple gates: 3 / 17.90
buf+inv: 1 / 3.155
No activity file was given, so power comes from the tool's default toggle rates.
